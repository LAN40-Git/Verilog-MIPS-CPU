===== ./config.mk =====
export PLATFORM = sky130hd
export DESIGN_NAME = alu
export DESIGN_NICKNAME = alu
export VERILOG_FILES = /design/flow/design.v
export SDC_FILE = /design/flow/constraint.sdc
export NUM_CORES = 4
export LEC_CHECK = 1
export CORE_UTILIZATION = 50

===== ./constraint.sdc =====
current_design alu

set clk_period 17.1
set clk_io_pct 0.2

create_clock -name clk0 -period $clk_period

set non_clock_inputs [all_inputs -no_clocks]
set_input_delay [expr $clk_period * $clk_io_pct] -clock clk0 $non_clock_inputs
set_output_delay [expr $clk_period * $clk_io_pct] -clock clk0 [all_outputs]

===== ./design.v =====
module alu (
    input [5:0] ALUCtr,
    input [4:0] shamt,
    input [31:0] src1,src2,
    output reg equal,
    output reg [31:0] ALU_out
);
    parameter ADD  = 6'b100000;  
    parameter ADDU = 6'b100001;  
    parameter SUB  = 6'b100010;  
    parameter SUBU = 6'b100011;  
    parameter SLT  = 6'b101010;  
    parameter SLTU = 6'b101011;  
    parameter AND  = 6'b100100;  
    parameter OR   = 6'b100101;  
    parameter XOR  = 6'b100110;  
    parameter NOR  = 6'b100111;  
    parameter SLL  = 6'b000000;  
    parameter SRL  = 6'b000010;  
    parameter SRA  = 6'b000011;  
    parameter SLLV = 6'b000100;  
    parameter SRLV = 6'b000110;  
    parameter SRAV = 6'b000111;  
    parameter ADDI  = 6'b001000;  
    parameter ADDIU = 6'b001001;  
    parameter SLTI  = 6'b001010;  
    parameter SLTIU = 6'b001011;  
    parameter ANDI  = 6'b001100;  
    parameter ORI   = 6'b001101;  
    parameter XORI  = 6'b001110;  
    always @(*) begin
        case (ALUCtr)
            ADD: begin
                ALU_out = src1 + src2;
            end
            ADDU: begin
                ALU_out = src1 + src2;
            end
            SUB: begin
                ALU_out = src1 - src2;
            end
            SUBU: begin
                ALU_out = src1 - src2;
            end
            SLT: begin
                ALU_out = (src1<src2)?32'b1:32'b0;
            end
            SLTU: begin
                ALU_out = (src1<src2)?32'b1:32'b0;
            end
            AND: begin
                ALU_out = src1 & src2;
            end
            OR: begin
                ALU_out = src1 | src2;
            end
            XOR: begin
                ALU_out = src1 ^ src2;
            end
            NOR: begin
                ALU_out = ~(src1 | src2);
            end
            SLL: begin
                ALU_out = src2 << shamt;
            end
            SRL: begin
                ALU_out = src2 >> shamt;
            end
            SRA: begin
                ALU_out = src2 >>> shamt;
            end
            SLLV: begin
                ALU_out = src2 << src1[4:0];
            end
            SRLV: begin
                ALU_out = src2 >> src1[4:0];
            end
            SRAV: begin
                ALU_out = src2 >>> src1[4:0];
            end
            ADDI: begin
                ALU_out = src1 + src2;
            end
            ADDIU: begin
                ALU_out = src1 + src2;
            end
            SLTI: begin
                ALU_out = (src1<src2)?32'b1:32'b0;
            end
            SLTIU: begin
                ALU_out = (src1<src2)?32'b1:32'b0;
            end
            ANDI: begin
                ALU_out = src1 & src2;
            end
            ORI: begin
                ALU_out = src1 | src2;
            end
            XORI: begin
                ALU_out = src1 ^ src2;
            end
            default: begin
                ALU_out = 32'b0;
            end
        endcase
    end
    always @(*) begin
            if (ALU_out == 0) begin
                equal = 1;
            end else begin
                equal = 0;
            end
        end
endmodule

===== ./run.sh =====
#!/bin/bash
# OpenROAD 26Q1-2900-gdf79404cd8, Yosys 0.63+post, stock flow scripts
make -C /OpenROAD-flow-scripts/flow DESIGN_CONFIG=/design/flow/config.mk WORK_HOME=/design/flow/orfs finish

==> GITHUB_STEP_SUMMARY <==
## Implementation flow summary

| Metric | Value |
|---|---|
| Port bufs | `around 110` |
| Sequential cell count | `0` |
| Syn avg cell area | `6.29 um2` |
| Post-synth seq share | `0%` |
| Initial drt markers | `between 3000 and 4000` |
| P_leak | `between 5 and 6 nW` |
| Fin. max-slew vios | `0` |
| DR vias | `between 15000 and 20000` |
| Post_cts resized | `0` |
| Global-route wire length before repair | `112 mm` |
| Antenna violation net count after detailed routing | `0` |
| Worst min-delay path category | `in2out` |
| Internal power | `about 160 uW` |
| # Cells Yosys | `around 2000` |
| Final hold violations | `0` |
| Sw Share | `67.4%` |
| Final setup fails | `0` |
| Top area cell types | `ha_1 9.9%, nand2_1 7.0%, a211oi_1 6.3%, a21oi_1 5.3%, nor2_1 5.0%` |
| DRC errors left | `0` |
| Die area | `roughly 0.026 mm2` |
| Kind of start point of the critical path | `input pin` |
| Routed WL | `between 70 and 80 mm` |
| Cells after Synth | `2044` |
| Worst-Margin Slew | `approximately 1.2 ns` |
| Worst vdd ir | `0.0260 mV` |
| Finished Cell Area | `~0.014 mm2` |
| NetSw | `~330 uW` |
| # hold bufs at CTS | `0` |
| Core Box Area | `between 0.02 and 0.03 mm2` |
| Tcrit/Tclk final | `about 78%` |
| Crit Path Max Fanout | `15` |
| Netlist cell types | `93` |
| Final setup margin | `between 3 and 4 ns` |
| Dpl ws | `4.25 ns` |
| Ys Warns | `1` |
| Die width | `between 150 and 200 um` |
| Tool warnings | `just over 100` |
| Worst EP arrival | `9.91 ns` |
| CLK BUF | `0` |
| Global Route Usage Sum | `between 50 and 60%` |
| Area delta synth->final | `10.4%` |
| Largest net degree at the start of global routing | `about 55` |
| Fin util | `56.3%` |
| Fp util | `about half` |
| CP max-delay cell | `clkdlybuf4s50_1` |
| Count leader, synth | `nand2_1` |
| Row Count | `just under 60` |
| Share of cells above drive strength 1 | `just over 7%` |
| Top cell type's share of synthesized area | `roughly a tenth` |
| Worst slew margin | `roughly a fifth` |
| YS chip area | `0.0129 mm2` |
| Die height | `~160 um` |
| Cell area after placement | `0.0142 mm2` |
| Number of max-cap violations | `0` |
| FMAX | `roughly 75 MHz` |
| Fillers | `2417` |
| DR WL/cell | `~33 um` |
| Pwr per Cell Area | `roughly 35 mW/mm2` |
| WP buf/inv | `3` |
| Fin Setup TNS | `0 ns` |
| Grt ovf | `0` |
| Drt via density | `~8.0` |
| Sequential cell area | `0 um2` |
| Slowest stage delay, CP | `~0.78 ns` |
| Status | `complete, no violations` |
| Leading area contributor after synthesis | `ha_1` |
| Worst hold margin | `8.11 ns` |
| WP data required | `approximately 14 ns` |
| Synth Cell Area | `about 0.013 mm2` |
| Io pins | `between 100 and 150` |
| Setup Buffers After CTS | `0` |
| RSZ-0062 raised after global routing | `false` |
| Largest delay contributor family on the critical path | `simple AND/OR/NAND/NOR gates` |
| Commonest cells post-synth | `241 x nand2_1, 170 x nor2_1, 136 x a21oi_1` |
| Initial antenna violation count | `2` |
| Crit Path Category | `in2out` |
| Critical Path, Cell by Cell | `clkdlybuf4s50_1, nand2b_1, or3_1, nand2_1, buf_4, a22o_1, o221a_1, o22ai_1, o21ai_0, nand4_1, or4_1, nor4b_1, nand2_1, and3b_1, clkdlybuf4s50_1` |
| Detailed Place HPWL | `~59 mm` |
| Vias in the first global route | `around 17000` |
| Crit path time final | `~13 ns` |
| DRT Pass-1 Iters | `14` |
| Final GP Congestion | `about 1.2` |
| Crit path capture type | `output port` |
power by group through the flow:
stage / clock network, mW / logic, mW / registers (mW)
global route: 0 / 0.498 / 0
CTS: 0 / 0.451 / 0
metrics by stage:
stage / cells / total power [mW]
after CTS: 2377 / 0.451
after global placement: 2377 / 0.447
after floorplan: 2044 / 0.267
final: 2380 / 0.491
after global routing: 2377 / 0.498
after detailed placement: 2377 / 0.449
cell families (layout without fill, tap and decap cells):
kind of cell / after synthesis / in the layout / share of synthesized area, %
fa+ha+maj: 104 / 104 / 10.2
compound gates: 803 / 803 / 45.1
xor+xnor: 12 / 12 / 0.818
simple gates: 788 / 788 / 29.9
buf+inv: 274 / 277 / 8.69
other cells: 0 / 3 / 0
mux: 63 / 63 / 5.27
routing by layer:
layer | routed length (um) | global-route usage (%)
met1 | 27800 | 73.6
met2 | 28200 | 76.4
met3 | 15100 | 32.7
met4 | 7960 | 39.6
met5 | 275 | 7.01
cells in the final DEF, fill, tap and decap left out, types with 26 or more instances in the layout:
cell             count
buf_4               74
nand2_1            241
a31oi_1             26
a21oi_1            136
nor2b_1             26
nand3_1             54
inv_1               94
nand2b_1            60
a22oi_1             36
clkdlybuf4s50_1    108
a211oi_1           107
o21ai_0            100
nor2_1             169
nor3_1              77
o22ai_1             36
o211ai_1            44
a221oi_1            40
mux2i_1             44
ha_1               102
cell type report:
| cell class | instances | area, um2 | area share (%) |
|---|---|---|---|
| diodes | 3 | 7.51 | 0.0529 |
| repair buffers | 182 | 1640 | 11.5 |
| well taps | 330 | 413 | 2.91 |
| inverters | 95 | 357 | 2.51 |
| multi-input cells | 1770 | 11800 | 83.0 |
path summary, 6_finish.rpt:
kind	from	end	slack (ns)	cells past startpoint
worst max-delay path	ALUCtr[1]	equal	3.77	15
worst min-delay path	src1[30]	ALU_out[0]	8.11	4
Power and IR drop assume default switching activity.
