[design.v]
module pc (
    input clk,
    input rst,
    input [31:0] pc_next,
    output reg [31:0] pc  
);
    initial begin
        pc = 32'h0000_0000;
    end
    always @(posedge clk or negedge rst) begin
        if (!rst) begin
            pc <= 32'h0000_0000;
        end else begin
            pc <= pc_next;
        end
    end
endmodule
[run.sh]
#!/bin/bash
# OpenROAD 26Q1-2900-gdf79404cd8, Yosys 0.63+post, stock flow scripts
make -C /OpenROAD-flow-scripts/flow DESIGN_CONFIG=/design/flow/config.mk WORK_HOME=/design/flow/orfs finish
[config.mk]
export PLATFORM = sky130hd
export DESIGN_NAME = pc
export DESIGN_NICKNAME = pc
export VERILOG_FILES = /design/flow/design.v
export SDC_FILE = /design/flow/constraint.sdc
export NUM_CORES = 4
export LEC_CHECK = 1
export CORE_AREA = 10 10 100 100
export DIE_AREA = 0 0 110 110
[constraint.sdc]
current_design pc

set clk_period 1.0
set clk_io_pct 0.2

create_clock -name clk0 -period $clk_period [get_ports {clk}]

set non_clock_inputs [all_inputs -no_clocks]
set_input_delay [expr $clk_period * $clk_io_pct] -clock clk0 $non_clock_inputs
set_output_delay [expr $clk_period * $clk_io_pct] -clock clk0 [all_outputs]
==> results.py <==
# Synthesis and PnR figures
metrics = {
    "run_status": {
        "status": "completed",
    },
    "layout": {
        "final_core_util_pct": 19.70,
        "syn_to_final_growth_pct": 92.03,
        "nFillCells": 843,
        "drive_gt1_share_pct": 38.10,
        "logic_gates": 0,
        "max_flop_register": "pc",
        "flop_area_um2": 800.8,
        "largest_reg_flops": 32,
        "combGateArea_um2": 0,
        "reg_top3": "pc (32)",
        "design_area_um2": 1538,
    },
    "critical_path": {
        "critPathMaxFanout": 1,
        "cp.required_ns": 0.80,
        "crit_buf_inv": 1,
        "cp-end-kind": "primary output",
        "max_stage_delay_ns": 0.37,
        "worstPathArrival_ns": 0.76,
        "crit_family": "flip-flops",
        "crit_type": "flip-flop to primary output",
        "worstPathCellList": "buf_2",
        "worstSetupStartpointType": "flip-flop",
        "slowest_stage": "dfrtp_1",
    },
    "power_and_ir_drop": {
        "clkPwrFrac_pct": 39.9,
        "p_seq_share_pct": 51.9,
        "leakage_nw": 0.6876,
        "p_total_mw": 2.642,
        "switchingPower_uw": 510.7,
        "vdd_drop_max_v": 0.0003746,
        "intPower_mw": 2.132,
        "powerDensity_nw_per_um2": 1718,
        "power_frac_comb_pct": 8.1,
        "switching_share_pct": 19.33,
    },
    "synth": {
        "post-synth-top-count-cell": "dfrtp_1",
        "synth-edff-count": 0,
        "ys_cells": 32,
        "ys_warn_count": 1,
        "synthArstFlopShare_pct": 100.0,
        "synthFlopType": "dfrtp_1",
        "yosysTopAreaCellShare_pct": 100.0,
        "synth_flops": 32,
        "synth_cells": 32,
        "synth_area_um2": 800.8,
        "avgSynthCellArea_um2": 25.02,
        "synth.distinct_cells": 1,
        "top_area_cell": "dfrtp_1",
        "yosysChipArea_um2": 800.8,
        "topCellsByArea": "dfrtp_1 (100%)",
        "top_cells_by_count": "dfrtp_1 (32)",
        "synth_seq_share_pct": 100.0,
    },
    "flow_run": {
        "drv_cap": 0,
        "warnings": 26,
    },
    "placement": {
        "gp_congestion": 0.6992,
        "port_buffers": 65,
        "postPlaceCellArea_um2": 1599,
    },
    "floorplanning": {
        "dieArea_um2": 12100,
        "io_pins": 66,
        "die_y_um": 110,
        "rows": 32,
        "initCoreUtil_pct": 10.26,
        "die_x_um": 110,
        "fp.coreArea_um2": 7807,
    },
    "route": {
        "vias": 531,
        "antenna_left": 0,
        "routed_wl_um": 2638,
        "viasPerCell": 2.553,
        "drc_errors": 0,
        "routedWlPerCell_um": 12.68,
        "drt_first_iter_violations": 9,
        "firstDrtPassIters": 3,
    },
    "global_route": {
        "grt_pass1_vias": 617,
        "grt_max_degree": 33,
        "grt_usage_pct": 4.051,
        "grt_pass1_wl_um": 3712,
        "grt_overflow": 0,
        "antenna_found_initial": 0,
    },
    "timing": {
        "final-setup-viol-count": 0,
        "slew_violations": 0,
        "worst_pin_slew_ns": 0.1823,
        "fmax_ghz": 1.040,
        "rsz0062_at_grt": "true",
        "slew_headroom_pct": 87.85,
        "hold_ws_ns": 0.2866,
        "finalHoldViolations": 0,
        "period_used_pct": 96.12,
        "min_period_ns": 0.9612,
    },
    "clock_network": {
        "cts_buffers": 5,
        "tritoncts": "built",
        "h-tree-depth": 2,
        "ctsHoldBuffers": 0,
        "clk_pin_slew_worst_paths_ns": 0.06,
        "cts.sinks": 32,
        "clockRootBuffer": "clkbuf_8",
        "clockBufferDepth": 2,
        "post-cts-setup-buffers": 0,
    },
    "worst_hold_path": {
        "holdCritPathClass": "primary input to asynchronous set/reset pin",
    },
}
routing by layer:
layer | track usage, % | vias up | wire [µm]
li1 | - | 242 | -
met5 | 0 | - | 0
met4 | 1.208 | 0 | 54
met1 | 4.682 | 253 | 975
met2 | 6.351 | 34 | 1267
met3 | 2.233 | 2 | 340
metrics by stage:
stage                     cells  setup slack [ns]  TNS (ns)
final                       208           0.03879         0
after floorplan              32            0.4879         0
after CTS                   207           0.01003         0
after global placement      200          -0.02126  -0.03492
after global routing        207          -0.01074  -0.01588
after detailed placement    200          -0.02057  -0.02514
cell type report:
type / instances / area share [%]
Sequential cell: 32 / 52.08
Clock buffer: 7 / 6.265
Timing Repair Buffer: 66 / 33.20
Antenna cell: 1 / 0.1627
Tap cell: 102 / 8.299
placed cells by master (no fill, tap or decap):
master	Yosys	layout
buf_12	0	1
dfrtp_1	32	32
diode_2	0	1
clkdlybuf4s50_1	0	33
clkbuf_8	0	7
buf_2	0	32
power by group through the flow:
| stage | clock network (mW) | registers [mW] | logic (mW) |
|---|---|---|---|
| after CTS | 1.14 | 1.37 | 0.226 |
| after global routing | 1.18 | 1.38 | 0.240 |
| final | 1.06 | 1.37 | 0.215 |
kinds of logic (layout without fill, tap and decap cells):
logic type	count (synthesis)	count (layout)	share of synthesized area (%)
flip-flops	32	32	100.0
other	0	1	0
buffers and inverters	0	73	0
timing repair:
action / in CTS / in global routing
endpoints found under the hold margin: 0 / 0
setup endpoints to repair: 32 / 2
pin swaps: 0 / 0
gates resized: 98 / 0
worst paths after layout:
path,end,slack (ns),start,depth (start not counted)
min in group clk0,pc[16]$_DFF_PN0_,0.36,pc_next[16],1
worst max-delay path,pc[6],0.04,pc[6]$_DFF_PN0_,1
worst min-delay path,pc[19]$_DFF_PN0_,0.29,rst,2
max in group asynchronous,pc[22]$_DFF_PN0_,0.53,rst,2
Power and IR drop assume default switching activity.
