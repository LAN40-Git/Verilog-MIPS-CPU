--- design/flow/design.v ---
module mux_ALUSrc (
    input ALUSrc,  
    input [31:0] busB,extOut,
    output reg [31:0] out
);
    always @(*) begin
        if (ALUSrc) begin  
            out <= extOut;
        end else begin  
            out <= busB;
        end
    end
endmodule
--- design/flow/config.mk ---
export PLATFORM = sky130hd
export DESIGN_NAME = mux_ALUSrc
export DESIGN_NICKNAME = mux_ALUSrc
export VERILOG_FILES = /design/flow/design.v
export SDC_FILE = /design/flow/constraint.sdc
export NUM_CORES = 4
export LEC_CHECK = 1
export CORE_AREA = 10 10 70 70
export DIE_AREA = 0 0 80 80
--- design/flow/constraint.sdc ---
current_design mux_ALUSrc

set clk_period 1.0
set clk_io_pct 0.2

create_clock -name clk0 -period $clk_period

set non_clock_inputs [all_inputs -no_clocks]
set_input_delay [expr $clk_period * $clk_io_pct] -clock clk0 $non_clock_inputs
set_output_delay [expr $clk_period * $clk_io_pct] -clock clk0 [all_outputs]
--- design/flow/run.sh ---
#!/bin/bash
# OpenROAD 26Q1-2900-gdf79404cd8, Yosys 0.63+post, stock flow scripts
make -C /OpenROAD-flow-scripts/flow DESIGN_CONFIG=/design/flow/config.mk WORK_HOME=/design/flow/orfs finish
==> out/results.tsv <==
metric	value	unit
grt_pass1_wl	4098	um
setup_viol	32	
placed_cell_area	1536	um^2
post-route-util	44.32	%
n_clock_buffer	0	
yosysChipArea	544.3	um^2
grt_use_total	7.897	%
chipArea	6400	um^2
post_drt_wl_per_cell	15.75	um
maxCapViolations	0	
antenna_cells	0	
antenna_found_initial	0	
setup_tns	-2.352	ns
topCellsByArea	mux2_4, buf_12, mux2_2, buf_6	
drc_errors	0	
first_global_vias	760	
rsz0062_at_grt	yes	
routed_wl	2851	um
critPathArrivalTime	0.89	ns
max_freq	0.9171	GHz
worst_slack	-0.09036	ns
routed_via_density	3.895	
gp_congestion	0.7779	
synth_cell_types	4	
dieWidth	80	um
cp-end-kind	output pin	
power_density	384.1	nW/um^2
netlist_area	544.3	um^2
drive_gt1_share	52.59	%
slew_headroom	93.55	%
ir_worst_vdd	0.0001667	V
fin_crit	1.090	ns
area_delta_synth_final	178.2	%
dpl.hpwl	2394	um
grt_overflow	0	
port_buffers	97	
warning_count	34	
ff_latch_area	0	um^2
crit_fanout	6	
hold_viol_final	0	
top_area_cell	mux2_4	
leakage	0.8335	nW
syn_inst	36	
final_cell_mix	dlygate4sd2_1, mux2_4, buf_2	
required	0.80	ns
cp-start-kind	input pin	
grt_max_degree	10	
crit_type	input pin to output pin	
placementRows	21	
hold_buffers	0	
syn_avg_cell_area	15.12	um^2
hp-class	input pin to output pin	
holdWs	0.7953	ns
final_area	1514	um^2
ys_warn_count	1	
postSynthSeqShare	0	%
boundaryPins	97	
lay_top_count	dlygate4sd2_1	
coreArea	3416	um^2
synth.top_cell.area_share	82.76	%
ant_nets	0	
period_used_share	109.0	%
die_height	80	um
outcome	finished with violations	
drt-pass1-iter-count	2	
tightest_slew	0.09674	ns
via_count	705	
violations	setup timing	
finalMaxSlewViolations	0	
ys_cells	36	
drt_iter0_markers	2	
ff_count	0	
floorplan.core_util	15.93	%
## Yosys cell counts
cell type / instances
mux2_4: 30
mux2_2: 2
buf_6: 1
buf_12: 3
## cell families (layout without fill, tap and decap cells)
kind of cell           count (synthesis)  count (layout)  share of synthesized area (%)
buffers and inverters                  4             103                          13.10
multiplexers                          32              32                          86.90
## final timing paths
| kind | startpoint | to | slack, ns | cells past startpoint |
|---|---|---|---|---|
| setup / recovery | ALUSrc | out[6] | -0.09 | 4 |
| hold / removal | busB[24] | out[24] | 0.80 | 3 |
## power by group
group	switching [mW]	total [mW]	internal, mW	leakage (nW)
clock	0	0	0	0
combinational	0.131	0.581	0.450	0.833
sequential	0	0	0	0
total	0.131	0.581	0.450	0.833
## layer usage
layer  part of all wire, %  track usage [%]  vias to the layer above
met5                     0                0                        -
met2                    48            14.04                       51
li1                      -                -                      339
met4                     0                0                        0
met1                    42            9.295                      315
met3                    10            2.955                        0
## stage by stage
| step | worst slack, ns | total power, mW | std cells |
|---|---|---|---|
| CTS | -0.09127 | 0.5848 | 180 |
| finish | -0.09036 | 0.5814 | 181 |
| global placement | -0.4927 | 0.6538 | 177 |
| floorplan | 0.06690 | 0.2063 | 36 |
| detailed placement | -0.4991 | 0.6573 | 177 |
| global route | -0.1084 | 0.6270 | 181 |
## critical path: stages
cell and delay, ns:
buf_12 0.13, clkbuf_16 0.16, mux2_4 0.29, buf_2 0.11
## timing repair
item / 4_1_cts / 5_1_grt
hold endpoints to repair: 0 / 0
setup endpoints to repair: 32 / 32
buffers inserted: 0 / 0
resized: 184 / 0
cloned: 3 / 1
## cell type report
class / instances / area (um^2)
fill: 367 / 1902
tap: 46 / 57.56
timing repair buffer: 103 / 975.9
multi-input combinational: 32 / 480.5
Power and IR drop assume default switching activity.
